==> flow/config.mk <==
export PLATFORM = sky130hd
export DESIGN_NAME = cnt
export DESIGN_NICKNAME = cnt
export VERILOG_FILES = /design/flow/design.v
export SDC_FILE = /design/flow/constraint.sdc
export NUM_CORES = 4
export LEC_CHECK = 1
export CORE_AREA = 10 10 105 105
export DIE_AREA = 0 0 115 115
==> flow/constraint.sdc <==
current_design cnt

set clk_period 4.3
set clk_io_pct 0.2

create_clock -name clk0 -period $clk_period [get_ports {clk}]

set non_clock_inputs [all_inputs -no_clocks]
set_input_delay [expr $clk_period * $clk_io_pct] -clock clk0 $non_clock_inputs
set_output_delay [expr $clk_period * $clk_io_pct] -clock clk0 [all_outputs]
==> flow/design.v <==
module cnt (
	input logic clk,
	input logic rst,
	output logic pulse
);
localparam int CAP = 10'd1000;
logic [31:0] cnt_reg;
always_ff @(posedge clk or posedge rst)
	if (rst)
		cnt_reg <= '0;
	else
		cnt_reg <= cnt_reg == CAP - 1 ? '0 : cnt_reg + 1'b1;
always_ff @(posedge clk or posedge rst)
	if (rst)
		pulse <= '0;
	else
		pulse <= cnt_reg == CAP - 1;
endmodule
==> flow/run.sh <==
#!/bin/bash
# OpenROAD 26Q1-2900-gdf79404cd8, Yosys 0.63+post, stock flow scripts
make -C /OpenROAD-flow-scripts/flow DESIGN_CONFIG=/design/flow/config.mk WORK_HOME=/design/flow/orfs finish
==> results.toml <==
# implementation run metrics
[status]
status = "completed"

[global_route]
grt_pass1_wl_mm = 5.32
grt_pass1_vias = 1098
grt_use_total_pct = 4.78
antenna_found_initial = 0
grt_start_max_net_pins = 34
grt_overflow = 0

[cts]
clock-root-buffer = "clkbuf_8"
clkTransAtPathRegs_ns = 0.07
cts_resized = 0
htreeDepth = 2
insertion_delay_ns = 0.28
cts_setup_buffers = 0
tritoncts = "yes"
holdBufCountCts = 0
cts.sinks = 33
clk_path_buf_depth = 2
cts_made_buffers = 5

[place]
dp.cells = 259
io_buffers = 2
place.gp.congestion = 0.831
dp_hpwl_mm = 2.07

[route]
detail_route.wirelength_mm = 3.02
ant_nets = 0
drc = 0
vias_per_cell = 4.38
drt-wirelength-per-cell_um = 11.3
drt_iter0_drc = 65
dr.pass1.iters = 6
num_vias = 1169
antenna_cells = 0

[flow_run]
warning_count = 25
maxCapViolCount = 0

[timing]
timing.final.hold_violations = 0
worst_pin_slew_ns = 0.691
fin_crit_sh_pct = 44.7
slew_violations = 0
fin_crit_ns = 1.92
fin_skew_ns = 0.00630
relSlewSlack_pct = 53.6
setup_violations = 0
fin_setup_tns_ns = 0
clock.fmax_mhz = 521
rsz0062_at_grt = "no"
whs_ns = 0.473

[setup_path]
path_class = "flop to primary output"
crit_cells = 1
r2r-start = "cnt_reg[0]"
rr_worst_depth = 5
critPathLaunchType = "flop"
critPathBufInv = 1
crit_slowest_cell = "clkdlybuf4s50_1"
crit_required_ns = 3.44
path_cells = "clkdlybuf4s50_1"
end_kind = "primary output"
critPathMaxStageDelay_ns = 0.46
crit_end = "pulse"
critPathArrivalTime_ns = 1.06
r2r_slack_ns = 2.42
path_delay_family = "buffers and inverters"
r2r-end = "cnt_reg[26]"
crit_path_max_fanout = 1
cp-startpoint = "pulse"

[yosys]
synth_cell_types = 29
ys_cells = 152
syn_inst = 152
avgSynthCellArea_um2 = 10.8
syn_area_mm2 = 0.00164
ys.flops = 33
ys_area_mm2 = 0.00164
ys_seq_share_pct = 50.3
ys_warn_count = 1

[pwr]
pwr-share-clk_pct = 41.1
switching_share_pct = 21.4
switching_power_w = 0.000115
ir_drop_mv = 0.0911
power.internal_w = 0.000424
p_leak_nw = 0.754
share_comb_of_total_power_pct = 1.4
power_frac_seq_pct = 57.6
p_per_area_mw_per_mm2 = 289

[floorplanning]
io_pins = 3
die_y_um = 115
floorplan.core_util_pct = 18.7
die_w_um = 115
coreArea_mm2 = 0.00876
dieArea_mm2 = 0.0132
placementRows = 34

[final_layout]
final_core_util_pct = 21.3
lay_top_count = "dfrtp_1"
stdcell_count = 267
drive_above_1_share_pct = 9.43
largest_register_ffs = 32
syn_to_final_growth_pct = 13.7
lay_top_cells = "dfrtp_1 (33), xnor2_1 (21), nand4_1 (14)"

[min_path]
worstHoldPathType = "flop to flop"
min_path_cells = 1
Yosys cell counts (all sizes together):
cell	n	area, um^2
nand4	15	109
mux2	1	11.3
and3	4	25.0
nand3	13	65.1
nor4b	2	17.5
nor4	13	109
nor3	5	35.0
dfrtp	33	826
o21ai	3	15.0
nand2	11	41.3
or4	1	7.51
xor2	6	52.6
and4	3	26.3
xnor2	21	184
clkbuf	3	15.0
nor2b	1	6.26
buf	1	5.00
nand4b	1	8.76
o221ai	1	8.76
ha	1	12.5
a21oi	1	5.00
inv	2	7.51
and2	2	12.5
nor2	6	22.5
or3	2	12.5
per-layer routing:
metal	part of all wire (%)	global-route usage, %	vias up
met3	5.1	1.48	7
met5	0	0	-
met4	1.7	0.743	0
met2	39	6.16	21
li1	-	-	577
met1	54	7.69	564
cell families after synthesis:
logic type                 count (synthesis)  share of synthesized area, %
muxes                                      1                         0.686
and+or+nand+nor                           79                          30.4
buffers and inverters                      6                          1.68
DFF                                       33                          50.3
xor gates and xnor gates                  27                          14.4
adders and majority gates                  1                         0.763
AOI/OAI and AO/OA                          5                          1.75
power groups by stage:
stage | registers (W) | logic [W] | clock network (W)
6_report | 0.000310 | 0.00000736 | 0.000222
5_1_grt | 0.000310 | 0.00000914 | 0.000242
4_1_cts | 0.000310 | 0.00000812 | 0.000228
area by class of cell:
cell class	count	area, um^2
fill	947	6900
sequential	33	826
multi-input combinational	113	787
tap	108	135
clock buffer	6	72.6
timing repair buffer	3	27.5
clock inverter	2	10.0
inverter	2	7.51
metrics by stage:
stage	area [um^2]	setup slack, ns	total power (W)
finish	1870	2.38	0.000539
detailed placement	1780	2.41	0.000324
CTS	1870	2.36	0.000546
floorplan	1640	2.72	0.000321
global placement	1780	2.43	0.000324
global route	1870	2.29	0.000561
worst min-delay path by stage:
| stage | start | endpoint | slack, ns |
|---|---|---|---|
| after CTS | cnt_reg[0] | cnt_reg[0] | 0.47 |
| final | cnt_reg[0] | cnt_reg[0] | 0.47 |
| after global routing | cnt_reg[0] | cnt_reg[0] | 0.50 |
Power is estimated from default activity; no workload was simulated.
